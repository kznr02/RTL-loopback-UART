<file path="design/flow/design.v">
`timescale 1ns / 1ps
module baud_gen(
    input   wire    clk,
    input   wire    rst_n,
    output  reg     bclk
    );
    reg [8:0]   cnt;
    always @(posedge clk or negedge rst_n) begin
        if(!rst_n) begin
            cnt     <=  0;
            bclk    <=  0;
        end else if(cnt > 26) begin
            cnt     <=  0;
            bclk    <=  1;
        end else begin
            cnt     <=  cnt + 1;
            bclk    <=  0;
        end
    end
endmodule
`timescale 1ns / 1ps
module uart_rx(
    input   wire        bclk,
    input   wire        rst_n,
    input   wire        rxd,
    output  reg         rx_done,
    output  reg         rx_ready,
    output  reg [7:0]   rx_dout
    );
    parameter [3:0] Lframe      = 8;
    parameter [1:0] s_idle      = 2'b00;
    parameter [1:0] s_sample    = 2'b01;
    parameter [1:0] s_stop      = 2'b10;
    reg       [1:0] cur_state   = s_idle;
    reg       [3:0] cnt         = 0;
    reg       [3:0] num         = 0;
    reg       [3:0] dcnt        = 0;
    always @(posedge bclk or negedge rst_n) begin
        if(!rst_n) begin
            cur_state <= s_idle;
            cnt <= 0;
            dcnt <= 0;
            num <= 0;
            rx_dout <= 0;
            rx_ready <= 0;
            rx_done <=  0;
        end else begin
            case (cur_state)
                s_idle: begin
                    rx_dout <= 0;
                    dcnt <=0;
                    rx_ready <= 1;
                    rx_done <=  0;
                    if(cnt == 4'b1111) begin
                        cnt <= 0;
                        if(num > 7) begin
                            cur_state <= s_sample;
                            num <= 0;
                        end else begin
                            cnt <= 0;
                            cur_state <= s_idle;
                            num <= 0;
                        end 
                    end else begin
                        cnt <= cnt + 1;
                        if(rxd == 1'b0) begin
                            num <= num + 1;
                        end else begin
                            num <= num;
                        end
                    end
                end
                s_sample: begin
                    rx_ready <= 1'b0;
                    rx_done <=  0;
                    if(dcnt == Lframe) begin
                        cur_state <= s_stop;
                    end else begin
                        cur_state <= s_sample;
                        if(cnt == 4'b1111) begin
                            dcnt <= dcnt + 1;
                            cnt <= 0;
                            if(num > 7) begin
                                num <= 0;
                                rx_dout[dcnt] <= 1;
                            end else begin
                                rx_dout[dcnt] <= 0;
                                num <= 0;
                            end
                        end else begin
                            cnt <= cnt + 1;
                            if(rxd == 1'b1) begin
                                num <= num + 1;
                            end else begin
                                num <= num;
                            end
                        end
                    end
                end
                s_stop: begin
                    rx_ready <= 1'b1;
                    rx_done <=  1'b1;
                    if(cnt == 4'b1111) begin
                        cnt <= 0;
                        cur_state <= s_idle;
                    end else begin
                        cnt <= cnt + 1;
                    end
                end
                default: begin
                    cur_state <= s_idle;
                end
            endcase
        end
    end
endmodule
`timescale 1ns / 1ps
module uart_top(
    input   wire    clk,
    input   wire    rst_n,
    input   wire    rxd,
    output  wire    txd
    );
    wire    bclk;
    baud_gen    inst_baud_gen(
        .clk    (clk),
        .rst_n  (rst_n),
        .bclk   (bclk)
    );
    wire    tx_ready;
    reg    [7:0]    loop_dout;
    reg tx_cmd  =   0;
    uart_tx     inst_uart_tx(
        .bclk       (bclk),
        .rst_n      (rst_n),
        .tx_cmd     (tx_cmd),
        .tx_din     (loop_dout),
        .tx_ready   (tx_ready),
        .txd        (txd)
    );
    wire    rx_ready;
    wire    rx_done;
    wire [7:0] dout_tmp;
    uart_rx     inst_uart_rx(
        .bclk       (bclk),
        .rst_n      (rst_n),
        .rxd        (rxd),
        .rx_done    (rx_done),
        .rx_ready   (rx_ready),
        .rx_dout    (dout_tmp)
    );
    always @(posedge bclk or negedge rst_n) begin
        if(!rst_n) begin
            tx_cmd <= 0;
            loop_dout <= 0;
        end else if(rx_done && tx_ready) begin
            loop_dout <= dout_tmp;
            tx_cmd <= 1;
        end else if (tx_ready) begin
            loop_dout <= 0;
            tx_cmd <= 0;
        end else begin
            tx_cmd <= 0;
        end
    end
endmodule
`timescale 1ns / 1ps
module uart_tx(
    input   wire            bclk,
    input   wire            rst_n,
    input   wire            tx_cmd,
    input   wire    [7:0]   tx_din,
    output  reg             tx_ready,
    output  reg             txd
);
    parameter [3:0] Lframe  = 8;
    parameter [2:0] s_idle  = 3'b000;
    parameter [2:0] s_start = 3'b001;
    parameter [2:0] s_wait  = 3'b010;
    parameter [2:0] s_shift = 3'b011;
    parameter [2:0] s_stop  = 3'b100;
    reg [2:0]   cur_state   =   s_idle;
    reg [3:0]   cnt         =   0;
    reg [3:0]   dcnt        =   0;
    always @(posedge bclk or negedge rst_n) begin
        if(!rst_n) begin
            cur_state   <=  s_idle;
            cnt         <=  0;
            tx_ready    <=  0;
            txd         <=  1;
        end else begin
            case (cur_state)
                s_idle: begin
                    tx_ready    <=  1;
                    cnt         <=  0;
                    txd         <=  1;
                    if(tx_cmd == 1'b1) begin
                        cur_state <= s_start;
                    end else begin
                        cur_state <= s_idle;
                    end
                end
                s_start: begin
                    tx_ready    <=  0;
                    txd         <=  1'b0;
                    cur_state   <=  s_wait;
                end
                s_wait: begin
                    tx_ready    <=  0;
                    if(cnt >= 4'b1110) begin
                        cnt         <=  0;
                        if(dcnt == Lframe) begin
                            cur_state   <=  s_stop;
                            dcnt        <=  0;
                            txd         <=  1'b1;
                        end else begin
                            cur_state   <=  s_shift;
                            txd         <=  txd;
                        end
                    end else begin
                        cur_state   <=  s_wait;
                        cnt         <=  cnt + 1;
                    end
                end
                s_shift: begin
                    tx_ready        <=  0;
                    txd             <=  tx_din[dcnt];
                    dcnt            <=  dcnt + 1;
                    cur_state       <=  s_wait;
                end
                s_stop: begin
                    txd             <=  1'b1;
                    if(cnt >= 4'b1110) begin
                        cur_state   <=  s_idle;
                        cnt         <=  0;
                        tx_ready    <=  1;
                    end else begin
                        cur_state   <=  s_stop;
                        cnt         <=  cnt + 1;    
                    end
                end
                default: begin
                    cur_state       <=  s_idle;
                end
            endcase
        end
    end
endmodule
</file>
<file path="design/flow/run.sh">
#!/bin/bash
# OpenROAD 26Q1-2900-gdf79404cd8, Yosys 0.63+post, stock flow scripts
make -C /OpenROAD-flow-scripts/flow DESIGN_CONFIG=/design/flow/config.mk WORK_HOME=/design/flow/orfs finish
</file>
<file path="design/flow/config.mk">
export PLATFORM = sky130hd
export DESIGN_NAME = uart_top
export DESIGN_NICKNAME = uart_top
export VERILOG_FILES = /design/flow/design.v
export SDC_FILE = /design/flow/constraint.sdc
export NUM_CORES = 4
export LEC_CHECK = 1
export CORE_UTILIZATION = 30
</file>
<file path="design/flow/constraint.sdc">
current_design uart_top

set clk_period 2.2
set clk_io_pct 0.2

create_clock -name clk0 -period $clk_period [get_ports {clk}]

set non_clock_inputs [all_inputs -no_clocks]
set_input_delay [expr $clk_period * $clk_io_pct] -clock clk0 $non_clock_inputs
set_output_delay [expr $clk_period * $clk_io_pct] -clock clk0 [all_outputs]
</file>
==> impl_metrics.json <==
{
  "outcome": "completed",
  "place_hpwl_um": 3168,
  "r2r_slack_ns": 0.88,
  "ys_area_um2": 2795,
  "crit_fanout": 6,
  "reg2reg_to": "inst_baud_gen.cnt[3]",
  "edf_count": 4,
  "port_buffers": 3,
  "place_area_um2": 2920,
  "path_clk_slew_ns": 0.05,
  "gr-total-overflow": 0,
  "num_antenna_cells": 0,
  "final_cell_area_um2": 2975,
  "cp_slowest_stage_delay_ns": 0.39,
  "p_per_area_nw_per_um2": 159.8,
  "first_iter_violations": 83,
  "yosys.area.top_type_share": 0.4476,
  "cp-end-kind": "register",
  "crit_type": "register to register",
  "reg2reg_from": "inst_baud_gen.cnt[0]",
  "rows": 34,
  "grt_max_degree": 46,
  "crit_buf_inv": 2,
  "top_usage_layer": "met2",
  "max_cap_viol_count": 0,
  "met1_usage": 0.1594,
  "post_drt_wl_per_cell_um": 11.29,
  "cts_tree": "done",
  "yosysTopAreaCell": "dfrtp_1",
  "synth_seq_share": 0.5000,
  "warnings": 31,
  "ys_types": 48,
  "die.size.y_um": 98.53,
  "slew-limit-headroom": 0.5263,
  "routed_wl_um": 4414,
  "vias_per_cell": 4.808,
  "synth_flop_count": 55,
  "p_leak_uw": 0.001332,
  "area_delta_synth_final_pct": 6.446,
  "setup_tns_ns": 0,
  "finalMaxSlewViolations": 0,
  "fp_util": 0.3144,
  "postRouteAntennaNets": 0,
  "grt_pass1_wl_um": 8128,
  "die_w_um": 98.53,
  "arrival_ns": 1.42,
  "lay_top_count": "dfrtp_1",
  "num_io_pins": 4,
  "combGateArea_um2": 1269,
  "route.vias.total": 1880,
  "ys_cells": 282,
  "critPathMostFrequentCell": "inv_1",
  "die_area_um2": 9707,
  "max_slew.worst_pin.slew_ns": 0.7083,
  "fp.coreArea_um2": 8891,
  "cts_resized": 0,
  "drive_above_1_share": 0.06007,
  "htreeDepth": 1,
  "hp-class": "input pin to async pin",
  "reg2regPathDepth": 6,
  "hold_ws_ns": 0.1837,
  "topCellsByArea": "dfrtp_1 45%, ha_1 5.4%, edfxtp_1 4.3%",
  "postCtsSetupRepairBufs": 0,
  "nFillCells": 878,
  "clockBufferDepth": 2,
  "fmax_mhz": 757.4,
  "antenna_found_initial": 0,
  "ir_drop_mv": 0.4169,
  "place.gp.congestion": 0.7782,
  "grt_use_met3": 0.008658,
  "cts_root_buf": "clkbuf_8",
  "grt_pass1_vias": 1779,
  "finClkSkew_ns": 0.002133,
  "cts_made_buffers": 3,
  "async_flop_share": 0.9273,
  "lay_top_cells": "50 x dfrtp_1, 30 x nand2_1, 28 x nor2_1, 21 x inv_1, 20 x nand3_1",
  "grtUsageTotal": 0.1009,
  "syn_avg_cell_area_um2": 9.912,
  "netlist_instances": 282,
  "finalCritPeriodShare": 0.6001,
  "clock_latency_ns": 0.23,
  "cts_hold_buf": 0,
  "worst_path_max_delay_cell": "dfrtp_1",
  "drt-pass1-iter-count": 6,
  "setup_viol": 0,
  "yosysWarningCount": 4,
  "flop_cell": "dfrtp_1",
  "rsz0062_at_grt": "no",
  "synth_area_um2": 2795,
  "seq_area_um2": 1398,
  "crit_family": "AND-OR/OR-AND gates",
  "fin_crit_ns": 1.320,
  "start_kind": "register",
  "route.detailed.drc": 0,
  "final_hold_viol_count": 0,
  "untimed_endpoints": 50,
  "cp.required_ns": 2.30,
  "met2_usage": 0.1658,
  "cp_cell_sequence": "inv_1 > ha_1 > inv_1 > a21oi_1 > o21ai_1 > nor2_1",
  "unclocked_pins": 45
}
-- layer usage --
layer	up-vias	wire (um)	share of wire
met5	-	0	0
met4	0	4	0.00091
met3	2	56	0.013
met2	10	2042	0.46
met1	893	2311	0.52
li1	975	-	-
-- stage by stage --
| stage | worst slack (ns) | cells | util | total power [uW] |
|---|---|---|---|---|
| floorplan | 1.057 | 285 | - | 229.1 |
| global placement | 0.9579 | 387 | 0.3285 | 257.4 |
| detailed placement | 0.8892 | 387 | 0.3285 | 258.6 |
| CTS | 0.8777 | 391 | 0.3346 | 483.9 |
| global route | 0.7629 | 391 | 0.3346 | 499.2 |
| finish | 0.8797 | 391 | 0.3346 | 475.5 |
-- synth_stat cells (all sizes together), types with 3 or more instances --
library cell and instances:
a22o 4, clkbuf 7, nand2 30, inv 21, buf 4, nand4 9
edfxtp 4, xnor2 5, xor2 5, nand3 21, mux2i 3, o21ai 17
nand3b 3, a21o 8, nor2 28, nor2b 5, nor3b 4, a21oi 10
and3 3, ha 12, dfrtp 50
-- how the worst max path moves through the flow --
stage                      end            startpoint  cells past startpoint
4_1_cts   inst_baud_gen.cnt[4]  inst_baud_gen.cnt[0]                      6
5_1_grt   inst_baud_gen.cnt[3]  inst_baud_gen.cnt[0]                      6
6_report  inst_baud_gen.cnt[3]  inst_baud_gen.cnt[0]                      6
-- worst register-to-register path, delay by kind of cell (launching register included) --
family          cells  cell delay (ns)
compound gates      2             0.41
fa+ha+maj           1             0.19
buf+inv             2             0.11
flops               1             0.39
simple gates        1             0.10
-- power by group --
| part | switching, uW | internal, uW |
|---|---|---|
| registers | 2.89 | 210 |
| logic | 32.0 | 8.40 |
| clock network | 65.8 | 157 |
| total | 101 | 375 |
-- registers in the layout, indices dropped and copies added (netlist names) --
name                    flops
inst_uart_rx.cnt            4
inst_uart_tx.txd            1
inst_uart_rx.rx_done        1
inst_baud_gen.bclk          1
inst_uart_tx.dcnt           4
inst_uart_tx.cur_state      3
inst_uart_tx.cnt            4
inst_uart_rx.dcnt           4
inst_uart_rx.rx_dout        8
loop_dout                   8
inst_uart_tx.tx_ready       1
inst_uart_rx.num            4
tx_cmd                      1
inst_baud_gen.cnt           9
inst_uart_rx.cur_state      2
-- area by class of cell --
cell class,instances,area share
inverters,21,0.02649
flip-flops and latches,55,0.4697
well taps,108,0.04542
multi-input cells,198,0.4264
repair buffers,5,0.01346
clock buffers,4,0.01850
-- kinds of logic after synthesis --
family	count (synthesis)	synth area share
other cells	1	0.001342
flops	55	0.5000
compound gates	52	0.1262
xor+xnor	10	0.03133
buf+inv	32	0.05014
fa+ha+maj	12	0.05371
mux	7	0.03491
simple gates	113	0.2023
Power figures rest on the tool's default switching activity, not on a simulated workload.
